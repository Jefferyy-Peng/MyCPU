--- flow/design.v ---
module RegFile(
	input clk, reset, RegWEn,
	input [4:0] regA, regB, regD,
	input [31:0] wb_data,
	output [31:0] dataA, dataB
);
integer i;
reg [31:0] regs [0:31];
assign dataA = regs[regA];
assign dataB = regs[regB];
always @(posedge clk) begin
	if(reset) begin
		for (i = 0; i < 32; i = i+1) begin
			regs[i] <= 0;
		end
	end
	else if(RegWEn && regD != 0) regs[regD] <= wb_data;
end
endmodule
--- flow/run.sh ---
#!/bin/bash
# OpenROAD 26Q1-2900-gdf79404cd8, Yosys 0.63+post, stock flow scripts
make -C /OpenROAD-flow-scripts/flow DESIGN_CONFIG=/design/flow/config.mk WORK_HOME=/design/flow/orfs finish
--- flow/config.mk ---
export PLATFORM = sky130hd
export DESIGN_NAME = RegFile
export DESIGN_NICKNAME = RegFile
export VERILOG_FILES = /design/flow/design.v
export SDC_FILE = /design/flow/constraint.sdc
export NUM_CORES = 4
export LEC_CHECK = 1
export CORE_UTILIZATION = 40
--- flow/constraint.sdc ---
current_design RegFile

set clk_period 15.8
set clk_io_pct 0.2

create_clock -name clk0 -period $clk_period [get_ports {clk}]

set non_clock_inputs [all_inputs -no_clocks]
set_input_delay [expr $clk_period * $clk_io_pct] -clock clk0 $non_clock_inputs
set_output_delay [expr $clk_period * $clk_io_pct] -clock clk0 [all_outputs]
==> flow report <==
MIN PATH
--------------------------------------------------------------------------------------
Worst hold start                                                                 reset
Depth of the worst hold-timing path                                                  2
Destination of the worst hold path                                          regs[0][7]
Kind of path behind the tightest hold check                               input pin to flip-flop

FINAL TIMING
--------------------------------------------------------------------------------------
Fin Setup TNS                                                                     0 ns
Transition time of the tightest slew-check pin                                1.129 ns
Shortest period the worst path allows                                         10.40 ns
Highest achievable clock rate                                                96.17 MHz
Part of the cycle the worst path needs                                          65.81%
Final Max-Slew Violation Tally                                                       0
Setup repair after global routing missed its margin                                 no
Final hold violations                                                                0
Min Hold Slack                                                                3.108 ns
Max-slew headroom at the worst pin                                              24.58%
Number of setup violations in the final report                                       0

WORST SETUP PATH
--------------------------------------------------------------------------------------
Worst Path Max Fanout                                                               35
Delay of the slowest cell on the worst path                                    0.70 ns
CP endpoint kind                                                           output port
Most frequent cell on the critical path                                   sky130_fd_sc_hd__buf_4
Sequence of cells on the critical path                                    clkdlybuf4s50_1 > nor2b_4 > buf_4 > buf_4 > buf_4 > a22oi_1 > a31oi_1 > nand3_1 > clkdlybuf4s50_1
Critical Path RT                                                              12.64 ns
Kind of launch point of the worst setup path                                 input pin
Startpoint-to-endpoint class of the critical path                         input pin to output port
CP arrival                                                                     7.24 ns
Largest delay share family, worst path                                    buffers and inverters
Critical-path cell with the highest stage delay                           sky130_fd_sc_hd__buf_4
Buffering stage count on the worst path with inverters included                      5

POWER AND IR DROP
--------------------------------------------------------------------------------------
Overall power after layout                                                    6.421 mW
Part of the total power dissipated in the clock network                          37.8%
Peak supply drop                                                             0.1001 mV
Internal power summed over all cells                                          4.764 mW
Reported net switching power                                                  1.657 mW
P per Cell Area                                                           103.5 nW/um^2
Leakage power figure                                                          23.92 nW
Portion of total power attributed to combinational logic                         12.2%
Reg power frac                                                                   50.0%
Net switching share of the total power                                          25.81%

FLOORPLANNING
--------------------------------------------------------------------------------------
Site Rows                                                                          136
Initial Util                                                                    40.50%
Number of top-level pins                                                           114
Total Die Area                                                             141200 um^2
Core outline area                                                          138000 um^2
Die height                                                                    375.8 um
Width of the die                                                              375.8 um

CLOCK NETWORK
--------------------------------------------------------------------------------------
Clock H-tree levels                                                                  3
Number of sinks on the clock net                                                  1024
Number of resized instances in the post-cts repair step                              0
Clock tree from TritonCTS                                                        built
Count of hold buffers inserted by post-cts repair                                    0
Total clock buffers created by CTS                                                 110
Clock-pin transition on the worst setup and hold timing paths                  0.06 ns
Maximum clock path buffer count                                                      3
Post-CTS setup repair buffer count                                                   0
Clk root buf                                                              sky130_fd_sc_hd__clkbuf_16

GRT
--------------------------------------------------------------------------------------
Antenna violations before repair                                                    10
Total overflow reported by the global router                                         0
Tot GR Track Use                                                                29.25%
Largest net degree at the start of global routing                                   88
Global-route wire length before repair                                       274800 um
Via count of the first global-routing pass                                       38227

STATUS
--------------------------------------------------------------------------------------
Outcome                                                                   finished, final reports clean

SYNTH
--------------------------------------------------------------------------------------
Avg Synthesized Cell Area                                                   12.14 um^2
Seq share, synth                                                                55.02%
Chip area from the yosys synthesis statistics                               55890 um^2
Count of synthesis-stage warnings from yosys                                         1
Number of distinct standard cells referenced by the synthesized netlist             29
Post-synthesis cell area                                                    55890 um^2
Flops after synth                                                                 1024
Cells after synthesis                                                             4605
Cell count in the Yosys report                                                    4605

ROUTE
--------------------------------------------------------------------------------------
Count of unresolved DRC violations after routing                                     0
Antenna viol nets, final                                                             0
DRT Wirelength                                                               194900 um
Via Count                                                                        37764
First drt pass iteration count                                                       8
Drt wl/cell                                                                   29.84 um
Starting DRC count in detailed routing                                            2489
Via density per instance                                                         5.782

LAYOUT
--------------------------------------------------------------------------------------
Max reg flops                                                                     1024
Synth-to-layout area growth                                                     11.02%
Ratio of cells with drive above 1 in the final layout                           8.194%
Largest register by flop count                                                    regs
Most numerous logic cells after layout                                    1024 x sky130_fd_sc_hd__mux2i_1, 1024 x sky130_fd_sc_hd__edfxtp_1, 992 x sky130_fd_sc_hd__and2_1, 194 x sky130_fd_sc_hd__nand2_1, 193 x sky130_fd_sc_hd__nand3_1
Biggest regs                                                                regs x1024

PLACE
--------------------------------------------------------------------------------------
Port bufs                                                                          113
Placer's final routability congestion estimate                                  0.9133
Detailed placement HPWL                                                      108800 um

FLOW RUN
--------------------------------------------------------------------------------------
Tool warnings                                                                       26
Number of max-cap violations                                                         0

==> power groups by stage <==
| stage | sequential [mW] | combinational, mW | clock (mW) |
|---|---|---|---|
| global route | 3.23 | 0.830 | 2.54 |
| finish | 3.21 | 0.786 | 2.42 |
| CTS | 3.21 | 0.778 | 2.45 |
==> Yosys cell counts <==
| cell | count | area, um^2 |
|---|---|---|
| sky130_fd_sc_hd__a21oi_1 | 192 | 960.9 |
| sky130_fd_sc_hd__a22o_1 | 128 | 1121 |
| sky130_fd_sc_hd__a22oi_1 | 192 | 1441 |
| sky130_fd_sc_hd__a31oi_1 | 64 | 400.4 |
| sky130_fd_sc_hd__and2_1 | 994 | 6218 |
| sky130_fd_sc_hd__buf_1 | 20 | 75.07 |
| sky130_fd_sc_hd__buf_2 | 112 | 560.5 |
| sky130_fd_sc_hd__buf_4 | 63 | 473.0 |
| sky130_fd_sc_hd__buf_6 | 12 | 135.1 |
| sky130_fd_sc_hd__clkbuf_1 | 224 | 840.8 |
| sky130_fd_sc_hd__clkbuf_2 | 8 | 40.04 |
| sky130_fd_sc_hd__clkbuf_4 | 7 | 52.55 |
| sky130_fd_sc_hd__conb_1 | 1 | 3.750 |
| sky130_fd_sc_hd__edfxtp_1 | 1024 | 30750 |
| sky130_fd_sc_hd__mux2i_1 | 1024 | 10250 |
| sky130_fd_sc_hd__nand2_1 | 196 | 735.7 |
| sky130_fd_sc_hd__nand2b_1 | 5 | 31.28 |
| sky130_fd_sc_hd__nand3_1 | 193 | 965.9 |
| sky130_fd_sc_hd__nand3_2 | 1 | 10.01 |
| sky130_fd_sc_hd__nand3b_1 | 3 | 22.52 |
| sky130_fd_sc_hd__nand3b_2 | 1 | 11.26 |
| sky130_fd_sc_hd__nor2_1 | 23 | 86.33 |
| sky130_fd_sc_hd__nor2_2 | 5 | 31.28 |
| sky130_fd_sc_hd__nor2_4 | 7 | 78.83 |
| sky130_fd_sc_hd__nor2b_1 | 5 | 31.28 |
| sky130_fd_sc_hd__nor3_1 | 64 | 320.3 |
| sky130_fd_sc_hd__or2_2 | 33 | 206.5 |
| sky130_fd_sc_hd__or3_1 | 2 | 12.51 |
| sky130_fd_sc_hd__or3b_4 | 2 | 22.52 |
==> stage by stage <==
stage / std cells / cell area (um^2) / util [%] / setup slack, ns
after floorplan: 4636 / 56010 / - / 8.360
after global placement: 6322 / 58740 / 42.56 / 5.460
after detailed placement: 6322 / 58740 / 42.56 / 5.450
after CTS: 6525 / 62030 / 44.95 / 5.438
after global routing: 6528 / 62040 / 44.96 / 5.311
final: 6531 / 62050 / 44.96 / 5.402
==> final cells by class <==
cell class / count / area (um^2)
flip-flops and latches: 1024 / 30750
repair buffers: 269 / 2345
clock inverters: 61 / 337.8
multi-input cells: 3166 / 23310
clock buffers: 142 / 2958
fillers: 12074 / 75960
well taps: 1863 / 2331
diodes: 6 / 15.01
==> cells by family (layout without fill, tap and decap cells) <==
group	after synthesis	after routing	synth area share, %
buffers and inverters	446	472	3.895
muxes	1024	1024	18.34
and+or+nand+nor	1534	1534	15.72
other	1	38	0.006710
AOI/OAI and AO/OA	576	576	7.021
DFF	1024	1024	55.02
==> worst max-delay path by stage <==
| stage | startpoint | endpoint | slack [ns] | cells past startpoint |
|---|---|---|---|---|
| 6_report | regB[0] | dataB[8] | 5.40 | 9 |
| 4_1_cts | regA[1] | dataA[10] | 5.44 | 10 |
| 5_1_grt | regA[1] | dataA[10] | 5.31 | 10 |
==> metal layers <==
metal | up-vias | track usage, % | routed length (um)
li1 | 16787 | - | -
met1 | 18368 | 37.23 | 71230
met2 | 2169 | 42.06 | 86730
met3 | 426 | 17.71 | 28390
met4 | 14 | 10.21 | 8135
met5 | - | 1.784 | 413
Power is estimated from default activity; no workload was simulated.
