[design/flow/design.v]
module Control(
	input [31:0] inst0, inst1, alu_out, inst,
	input BrEq, BrLT, reset,
	output reg PCSel, RegWEn, BrUn, noopSel,
	output reg [1:0] signext_sel, ASel, BSel,
	output reg [2:0] ImmSel,
	output reg [2:0] WBSel,
	output reg [3:0] MemRW,
	output reg store_data_hazard, 
	output reg [1:0] branch_hazard,
	output reg csr_hazard
);
wire [6:0] opcode = inst[6:0];
wire [2:0] funct3 = inst[14:12];
wire [6:0] funct7 = inst[31:25];
wire [6:0] opcode0 = inst0[6:0];
wire [4:0] rd0 = inst0[11:7];
wire [2:0] funct30 = inst0[14:12];
wire [4:0] rs1_next = inst0[19:15];
wire [4:0] rs2_next = inst0[24:20];
wire [6:0] opcode1 = inst1[6:0];
wire [4:0] rd1 = inst1[11:7];
wire [2:0] funct31 = inst1[14:12];
always @* begin
	if(reset) begin
		ImmSel <= 5;
		ASel <= 2'b00;
		BSel <= 2'b00;
		PCSel <= 1'b0;
		MemRW <= 4'd0;
		noopSel <= 1'b0;
		store_data_hazard <= 1'b0;
		branch_hazard <= 0;
	end
	case(opcode0)
		7'b0110011: begin  
			ImmSel <= 0; 
			PCSel <= 1'b0;
			MemRW <= 4'd0; 
			noopSel <= 1'b0;
			store_data_hazard <= 1'b0;
			case(opcode1)
				7'b0110011,7'b0010011,7'b0110111,7'b0010111,7'b0000011,7'b1101111,7'b1100111: begin 
				  	if(rs1_next == rd1 && rs2_next != rd1 && rd1 != 0) begin
						ASel <= 2;
						BSel <= 1;
					end
					else if(rs2_next == rd1 && rs1_next != rd1 && rd1 != 0) begin
						ASel <= 2'b00;
						BSel <= 2;
					end
					else if(rs1_next == rd1 && rs2_next == rd1 && rd1 != 0) begin
						ASel <= 2;
						BSel <= 2;
					end
					else begin
						ASel <= 2'b00;
						BSel <= 1;
					end
				end
				default begin
						ASel <= 2'b00;
						BSel <= 1;
				end
			endcase
		end
		7'b0010011: begin  
			ImmSel <= 0;
			PCSel <= 1'b0;
			MemRW <= 4'd0; 
			noopSel <= 1'b0;
			store_data_hazard <= 1'b0;
			case(opcode1)
				7'b0110011,7'b0010011,7'b0110111,7'b0010111,7'b0000011,7'b1101111,7'b1100111: begin 
				  	if(rs1_next == rd1 && rd1 != 0) begin
						ASel <= 2;
						BSel <= 2'b00;
					end
					else begin
						ASel <= 2'b00;
						BSel <= 2'b00;
					end
				end
				default begin
						ASel <= 2'b00;
						BSel <= 2'b00;
				end
			endcase
		end
		7'b0000011: begin  
			ImmSel <= 0;
			ASel <= 2'b00;
			BSel <= 2'b00;
			PCSel <= 1'b0;
			MemRW <= 4'd0; 
			noopSel <= 1'b0;
			store_data_hazard <= 1'b0;
			case(opcode1)
				7'b0110011,7'b0010011,7'b0110111,7'b0010111,7'b0000011,7'b1101111,7'b1100111: begin 
				  	if(rs1_next == rd1 && rd1 != 0) begin
						ASel <= 2;
						BSel <= 2'b00;
					end
					else begin
						ASel <= 2'b00;
						BSel <= 2'b00;
					end
				end
				default begin
						ASel <= 2'b00;
						BSel <= 2'b00;
				end
			endcase
		end
		7'b1100111: begin  
			ImmSel <= 5;
			PCSel <= 1;
			MemRW <= 4'd0;
			noopSel <= 1;
			store_data_hazard <= 1'b0;
			case(opcode1)
				7'b0110011,7'b0010011,7'b0110111,7'b0010111,7'b0000011,7'b1101111,7'b1100111: begin 
				  	if(rs1_next == rd1 && rd1 != 0) begin
						ASel <= 2;
						BSel <= 2'b00;
					end
					else begin
						ASel <= 2'b00;
						BSel <= 2'b00;
					end
				end
				default begin
						ASel <= 2'b00;
						BSel <= 2'b00;
				end
			endcase
		end
		7'b0100011: begin  
			ImmSel <= 1;
			case(opcode1)
				7'b0110011,7'b0010011,7'b0110111,7'b0010111,7'b0000011,7'b1101111,7'b1100111: begin 
				  	if(rs1_next == rd1 && rs2_next != rd1 && rd1 != 0) begin
						ASel <= 2;
						BSel <= 2'b00;
						store_data_hazard <= 1'b0;
					end
					else if(rs2_next == rd1 && rs1_next != rd1 && rd1 != 0) begin
						ASel <= 2'b00;
						BSel <= 2'b00;
						store_data_hazard <= 1;
					end
					else if(rs1_next == rd1 && rs2_next == rd1 && rd1 != 0) begin
						ASel <= 2;
						BSel <= 2;
					end
					else begin
						ASel <= 2'b00;
						BSel <= 2'b00;
						store_data_hazard <= 1'b0;
					end
				end
				default begin
						ASel <= 2'b00;
						BSel <= 2'b00;
						store_data_hazard <= 1'b0;
				end
			endcase
			PCSel <= 1'b0;
			noopSel <= 1'b0;
			case(funct30)
			3'b000: begin
				case(alu_out%4)
				0: MemRW <= 4'b0001;
				1: MemRW <= 4'b0010;
				2: MemRW <= 4'b0100;
				3: MemRW <= 4'b1000;
				endcase
			end
			3'b001: begin
				case(alu_out%4)
				0: MemRW <= 4'b0011;
				1: MemRW <= 4'b0110;
				2,3: MemRW <= 4'b1100;
				endcase
			end
			default: MemRW <= 4'b1111;
			endcase
		end
		7'b1100011: begin  
			case(opcode1)
				7'b0110011,7'b0010011,7'b0110111,7'b0010111,7'b0000011,7'b1101111,7'b1100111: begin 
					if(rs1_next == rd1 && rs2_next != rd1 && rd1 != 0) branch_hazard <= 1;
					else if(rs2_next == rd1 && rs1_next != rd1 && rd1 != 0) branch_hazard <= 2;
					else if(rs1_next == rd1 && rs2_next == rd1 && rd1 != 0) branch_hazard <= 3;
					else branch_hazard <= 0;
				end
				default begin
						branch_hazard <= 0;
				end
			endcase
			store_data_hazard <= 1'b0;
			case(funct30)
			3'b000: begin
				BrUn <= 0;
				if(BrEq) begin	
					ImmSel <= 2;
					ASel <= 1;
					BSel <= 2'b00;
					PCSel <= 1;
					MemRW <= 4'd0;
					noopSel <= 1;
				end
				else begin
					ImmSel <= 2;
					ASel <= 2'b00;
					BSel <= 2'b00;
					PCSel <= 1'b0;
					MemRW <= 4'd0;
					noopSel <= 1'b0;
				end
			end
			3'b001: begin
				BrUn <= 0;
				if(!BrEq) begin	
					ImmSel <= 2;
					ASel <= 1;
					BSel <= 2'b00;
					PCSel <= 1;
					MemRW <= 4'd0;
					noopSel <= 1;
				end
				else begin
					ImmSel <= 2;
					ASel <= 2'b00;
					BSel <= 2'b00;
					PCSel <= 1'b0;
					MemRW <= 4'd0;
					noopSel <= 1'b0;
				end
			end
			3'b100: begin
				BrUn <= 0;
				if(BrLT) begin	
					ImmSel <= 2;
					ASel <= 1;
					BSel <= 2'b00;
					PCSel <= 1;
					MemRW <= 4'd0;
					noopSel <= 1;
				end
				else begin
					ImmSel <= 2;
					ASel <= 2'b00;
					BSel <= 2'b00;
					PCSel <= 1'b0;
					MemRW <= 4'd0;
					noopSel <= 1'b0;
				end
			end
			3'b110: begin
				BrUn <= 1;
				if(BrLT) begin	
					ImmSel <= 2;
					ASel <= 1;
					BSel <= 2'b00;
					PCSel <= 1;
					MemRW <= 4'd0;
					noopSel <= 1;
				end
				else begin
					ImmSel <= 2;
					ASel <= 2'b00;
					BSel <= 2'b00;
					PCSel <= 1'b0;
					MemRW <= 4'd0;
					noopSel <= 1'b0;
				end
			end
			3'b101: begin
				BrUn <= 0;
				if(!BrLT) begin	
					ImmSel <= 2;
					ASel <= 1;
					BSel <= 2'b00;
					PCSel <= 1;
					MemRW <= 4'd0;
					noopSel <= 1;
				end
				else begin
					ImmSel <= 2;
					ASel <= 1;
					BSel <= 2'b00;
					PCSel <= 1'b0;
					MemRW <= 4'd0;
					noopSel <= 1'b0;
				end
			end
			3'b111: begin
				BrUn <= 1;
				if(!BrLT) begin	
					ImmSel <= 2;
					ASel <= 1;
					BSel <= 2'b00;
					PCSel <= 1;
					MemRW <= 4'd0;
					noopSel <= 1;
				end
				else begin
					ImmSel <= 2;
					ASel <= 1;
					BSel <= 2'b00;
					PCSel <= 1'b0;
					MemRW <= 4'd0;
					noopSel <= 1'b0;
				end
			end
			endcase
		end
		7'b1101111: begin  
			ImmSel <= 3;
			PCSel <= 1;
			MemRW <= 4'd0;
			noopSel <= 1;
			ASel <= 1;
			BSel <= 2'b00;
			store_data_hazard <= 1'b0;
		end
		7'b0110111: begin  
			ImmSel <= 4;
			PCSel <= 1'b0;
			MemRW <= 4'd0;
			noopSel <= 1'b0;
			ASel <= 2'b00;
			BSel <= 2'b00;
			store_data_hazard <= 1'b0;
		end
		7'b0010111: begin  
			ImmSel <= 4;
			PCSel <= 1'b0;
			MemRW <= 4'd0;
			noopSel <= 1'b0;
			ASel <= 1;
			BSel <= 2'b00;
			store_data_hazard <= 1'b0;
		end
		7'b1110011: begin  
			if(funct30 == 3'b001) begin
				case(opcode1)
					7'b0110011,7'b0010011,7'b0110111,7'b0010111,7'b0000011,7'b1101111,7'b1100111: begin 
				  		if(rs1_next == rd1 && rd1 != 0) begin
							csr_hazard <= 1;
						end
						else begin
						csr_hazard <= 0;
						end
					end
					default begin
						csr_hazard <= 0;
					end
				endcase
			end
		end
		default begin  
			ImmSel <= 0;
			ASel <= 2'b00;
			BSel <= 1;
			PCSel <= 1'b0;
			MemRW <= 4'd0;
			noopSel <= 1'b0;
			store_data_hazard <= 1'b0;
		end
	endcase
end
always @* begin
	if(reset) begin	
		WBSel <= 2'b00;
		RegWEn <= 1'b0;
		signext_sel <= 0;
	end
	case(opcode1)
		7'b0000011: begin  
			WBSel <= 2'b00;
			RegWEn <= 1;
			case(funct31)
				3'b000,3'b100: signext_sel <= 2;
				3'b001,3'b101: signext_sel <= 1;
				default: signext_sel <= 0;
			endcase
		end
		7'b1100111: begin  
			WBSel <= 2;
			RegWEn <= 1;
			signext_sel <= 0;
		end
		7'b0100011: begin  
			WBSel <= 2'b00;
			RegWEn <= 1'b0;
			signext_sel <= 0;
		end
		7'b1100011: begin  
			WBSel <= 2'b00;
			RegWEn <= 1'b0;
			signext_sel <= 0;
		end
		7'b1101111: begin  
			WBSel <= 2;
			RegWEn <= 1;
			signext_sel <= 0;
		end
		default begin  
			WBSel <= 1;
			RegWEn <= 1;
			signext_sel <= 0;
		end
	endcase
end
endmodule
[design/flow/run.sh]
#!/bin/bash
# OpenROAD 26Q1-2900-gdf79404cd8, Yosys 0.63+post, stock flow scripts
make -C /OpenROAD-flow-scripts/flow DESIGN_CONFIG=/design/flow/config.mk WORK_HOME=/design/flow/orfs finish
[design/flow/config.mk]
export PLATFORM = sky130hd
export DESIGN_NAME = Control
export DESIGN_NICKNAME = Control
export VERILOG_FILES = /design/flow/design.v
export SDC_FILE = /design/flow/constraint.sdc
export NUM_CORES = 4
export LEC_CHECK = 1
export CORE_AREA = 10 10 107 107
export DIE_AREA = 0 0 117 117
[design/flow/constraint.sdc]
current_design Control

set clk_period 1.5
set clk_io_pct 0.2

create_clock -name clk0 -period $clk_period

set non_clock_inputs [all_inputs -no_clocks]
set_input_delay [expr $clk_period * $clk_io_pct] -clock clk0 $non_clock_inputs
set_output_delay [expr $clk_period * $clk_io_pct] -clock clk0 [all_outputs]
==> flow_summary.toml <==
# yosys + openroad results
[outcome]
run_status = "finished, violations left"
violated_checks = "setup timing"

[yosys]
enable_flop_cells = 0
flop_cell = "sky130_fd_sc_hd__dlxtn_1"
synth_cell_type_count = 48
ys_async_sr_fraction = 0
top_cell_area_share = 0.258
synthesis.yosys.warnings = 15
yosys-stat-cells = 140
synth.avg_cell_area_um2 = 7.49
numSynthFlops = 18
synth_chip_area_mm2 = 0.00105
netlist_instances = 140
synthTopCellsByArea = "sky130_fd_sc_hd__dlxtn_1 (26%), sky130_fd_sc_hd__xnor2_1 (5.0%), sky130_fd_sc_hd__nor2_1 (4.3%)"
total_standard_cell_area_after_synthesis_mm2 = 0.00105
synth_area_leader_cell = "sky130_fd_sc_hd__dlxtn_1"

[detailed_routing]
detailedRoute.firstPassIterationCount = 4
dr_vias = 1230
remaining_antenna_violation_count_after_routing = 0
post_drt_wl_per_cell_um = 12.8
diodes = 0
drcViolationCount = 0
postRouteWirelength_um = 4040
post_detailed_route_via_to_cell_ratio = 3.90
drt_iter0_drc = 63

[placed_design]
hpwlAfterDp_um = 3500
placed_inst_area_mm2 = 0.00182
gp_routability_congestion = 0.878
port-buffer-count = 62

[power_and_ir_drop]
total_power_w = 0.000251
irDropWorstVdd_uv = 51.8
pwr_density_cell_mw_per_mm2 = 136
p_leak_nw = 0.686

[die]
row_count = 35
initCoreUtil = 0.114
die_height_um = 117
ios = 155
die_w_um = 117
fp.coreArea_mm2 = 0.00920
design.die.area_mm2 = 0.0137

[sta]
final_max_slew_viol_count = 0
slew_headroom = 0.570
timing.final.ws_setup_ns = -0.374
final_period_minus_worst_setup_slack_ns = 1.87
report.final.hold_viol_count = 0
fmaxAchievable_mhz = 534
rsz0062_at_grt = "yes"
count_of_endpoints_without_a_timing_constraint = 36
setup_violations = 3
worst_slew_pin_slew_ns = 0.645
unclocked_pins = 18
finalCritPeriodShare = 1.25

[global_route]
grt_start_max_net_pins = 18
global_route.usage.total = 0.0561
initial_antenna_violation_count = 0
grt_pass1_vias = 1260
grt_first_pass_wirelength_um = 6230
grt-ovfl-total = 0

[finish]
layout.cells.most_common = "sky130_fd_sc_hd__clkdlybuf4s50_1"
layout.filler_cells = 1013
layout.cells.most_common_list = "sky130_fd_sc_hd__clkdlybuf4s50_1 (50), sky130_fd_sc_hd__dlxtn_1 (18), sky130_fd_sc_hd__nor2_1 (12)"
area.growth.synth_to_final_pct = 76.5
design_area_mm2 = 0.00185
post_route_cells_drive_above_1_share = 0.167

[setup_path]
timing.critical_path.from_type = "input port"
cp.arrival_ns = 1.57
critical_path_required_ns = 1.20
path_type_of_the_worst_setup_path = "in -> out"
path_max_fanout = 3
endpoint_kind = "primary output"

[flow_run]
max-cap-violations = 0
warning_count = 127

[hold_path]
class_of_the_worst_hold_path = "in -> out"
## sequential cells by signal, indices dropped and copies added (netlist names)
signal and count:
branch_hazard 2, BSel 2, store_data_hazard 1, PCSel 1, BrUn 1, csr_hazard 1
ImmSel 3, MemRW 4, ASel 2, noopSel 1
## synth_stat cells (3+ instances only)
| library cell | instances |
|---|---|
| sky130_fd_sc_hd__dlxtn_1 | 18 |
| sky130_fd_sc_hd__nor2_1 | 12 |
| sky130_fd_sc_hd__a21oi_1 | 8 |
| sky130_fd_sc_hd__nand2_1 | 8 |
| sky130_fd_sc_hd__inv_1 | 6 |
| sky130_fd_sc_hd__nand3_1 | 6 |
| sky130_fd_sc_hd__xnor2_1 | 6 |
| sky130_fd_sc_hd__a22o_1 | 5 |
| sky130_fd_sc_hd__o21ai_0 | 5 |
| sky130_fd_sc_hd__nor2b_1 | 4 |
| sky130_fd_sc_hd__o21ai_1 | 4 |
| sky130_fd_sc_hd__xor2_1 | 4 |
| sky130_fd_sc_hd__and3_1 | 3 |
| sky130_fd_sc_hd__clkbuf_1 | 3 |
| sky130_fd_sc_hd__nand4_1 | 3 |
| sky130_fd_sc_hd__nor3_1 | 3 |
| sky130_fd_sc_hd__or3_1 | 3 |
## cell type report
type | count | area [µm²] | area share
multi-input combinational | 111 | 757 | 0.409
inverter | 6 | 22.5 | 0.0122
timing repair buffer | 69 | 662 | 0.358
tap | 111 | 139 | 0.0751
sequential | 18 | 270 | 0.146
## critical path, cell delays in order
cell and delay [ns]:
sky130_fd_sc_hd__buf_6 0.09, sky130_fd_sc_hd__or3_1 0.36, sky130_fd_sc_hd__or4_4 0.45, sky130_fd_sc_hd__buf_6 0.14
sky130_fd_sc_hd__nor3b_2 0.13, sky130_fd_sc_hd__buf_2 0.11
## cells by family (layout without fill, tap and decap cells)
family                    after synthesis  in the layout  share of synthesized area
xor gates and xnor gates               10             10                     0.0835
AOI/OAI and AO/OA                      36             36                      0.247
other                                   1              1                    0.00358
buffers and inverters                  11             75                     0.0430
latches                                18             18                      0.258
and+or+nand+nor                        63             63                      0.356
muxes                                   1              1                    0.00955
## worst paths after layout
check             cells past startpoint        endpoint     start
setup / recovery                      6  signext_sel[0]  inst1[6]
hold / removal                        4          RegWEn  inst1[4]
## through the flow
step | setup TNS (ns) | utilization | std cells | hold WS (ns) | setup WS, ns
after floorplan | -0.118 | - | 140 | 0.614 | -0.0751
after global placement | -4.37 | 0.197 | 312 | 1.52 | -1.02
after detailed placement | -4.47 | 0.197 | 312 | 1.52 | -1.03
after CTS | -1.28 | 0.200 | 315 | 1.00 | -0.466
after global routing | -1.17 | 0.201 | 315 | 1.01 | -0.460
final | -0.997 | 0.201 | 315 | 0.974 | -0.374
## per-layer routing
layer / global-route usage / share of wire / up-vias
met5: 0 / 0 / -
met4: 0.00247 / 0.0042 / 0
met3: 0.0201 / 0.10 / 2
met2: 0.100 / 0.49 / 35
met1: 0.0658 / 0.41 / 554
li1: - / - / 639
## report_power, final
group          internal, W  switching, W   total (W)
Combinational     0.000143      0.000102    0.000245
Clock                    0             0           0
Sequential      0.00000559   0.000000346  0.00000594
## repair_timing
| item | 4_1_cts | 5_1_grt |
|---|---|---|
| endpoints found under the hold margin | 0 | 0 |
| endpoints found under the setup margin | 5 | 5 |
| gates cloned | 0 | 0 |
| setup buffers | 3 | 0 |
| gates resized | 48 | 2 |
| pin swaps | 8 | 3 |
| hold buffers | 0 | 0 |
