**design/flow/config.mk**
```make
export PLATFORM = sky130hd
export DESIGN_NAME = ImmGen
export DESIGN_NICKNAME = ImmGen
export VERILOG_FILES = /design/flow/design.v
export SDC_FILE = /design/flow/constraint.sdc
export NUM_CORES = 4
export LEC_CHECK = 1
export CORE_AREA = 10 10 70 70
export DIE_AREA = 0 0 80 80
```
**design/flow/constraint.sdc**
```tcl
current_design ImmGen

set clk_period 2.8
set clk_io_pct 0.2

create_clock -name clk0 -period $clk_period

set non_clock_inputs [all_inputs -no_clocks]
set_input_delay [expr $clk_period * $clk_io_pct] -clock clk0 $non_clock_inputs
set_output_delay [expr $clk_period * $clk_io_pct] -clock clk0 [all_outputs]
```
**design/flow/design.v**
```verilog
module ImmGen (
	input [24:0] inst,
	input [2:0] ImmSel,
	output [31:0] imm_out
);
assign imm_out = (ImmSel == 0)? {{20{inst[24]}},inst[24:13]}:  
                 (ImmSel == 1)? {{20{inst[24]}},inst[24:18],inst[4:0]}:  
			  	 (ImmSel == 2)? {{20{inst[24]}},inst[0],inst[23:18],inst[4:1],1'b0}: 
				 (ImmSel == 3)? {{12{inst[24]}},inst[12:5],inst[13],inst[23:14],1'b0}: 
				 (ImmSel == 4)? {inst[24:5],12'b0} :  
				 (ImmSel == 5)? {{20{inst[24]}},inst[24:14],1'b0}: 0; 
endmodule
```
**design/flow/run.sh**
```bash
#!/bin/bash
# OpenROAD 26Q1-2900-gdf79404cd8, Yosys 0.63+post, stock flow scripts
make -C /OpenROAD-flow-scripts/flow DESIGN_CONFIG=/design/flow/config.mk WORK_HOME=/design/flow/orfs finish
```
==> results.json <==
{
  "power.share.clock": 0,
  "flop_area_um2": 0,
  "rows": 21,
  "synth.cellmix.xorXnorShare": 0.0456,
  "required_ns": 2.24,
  "worst-path-stages": 7,
  "portBuffers": 60,
  "nClkBuffers": 0,
  "power_switching_uw": 70.5,
  "area_growth_syn_to_layout_pct": 111,
  "post_synth.cell_area_avg_um2": 6.42,
  "hpwl_mm": 2.18,
  "fp.dieW_um": 80,
  "cpPeakStageDelay_ns": 0.47,
  "layout_setup_ws_ns": 0.0961,
  "status": "finished, final reports clean",
  "num_io_pins": 60,
  "gr-total-overflow": 0,
  "grt_setup_unrepaired": "no",
  "log.warning_count": 32,
  "path_cells": "clkdlybuf4s50_1, buf_6, buf_4, o21ai_0, buf_4, and2_1, clkdlybuf4s50_1",
  "grt_pass1_wl_mm": 4.19,
  "drc": 0,
  "worstSetupEndpointType": "output pin",
  "post-place-ws_ns": -0.0357,
  "path_delay_family": "buffers and inverters",
  "dr.first_iter.drc_count": 44,
  "grt_pass1_vias": 850,
  "dp_cells": 195,
  "ys_sh_simple": 0.180,
  "synth-compound-area-share": 0.492,
  "intPower_uw": 139,
  "slowest_stage": "clkdlybuf4s50_1",
  "slew_violations": 0,
  "p_seq_frac": 0,
  "max_freq_mhz": 370,
  "ys_types": 25,
  "drt-wirelength-per-cell_um": 13.8,
  "maxSlewHeadroom": 0.821,
  "ys_seq_frac": 0,
  "adder_share": 0,
  "finalHoldViolCount": 0,
  "vias": 904,
  "maxCapViolCount": 0,
  "p_sw_frac": 0.336,
  "critical_path_class": "input port to output pin",
  "post_layout_nonfiller_instances": 198,
  "antenna_found_initial": 0,
  "die_h_um": 80,
  "yosys_area_um2": 603,
  "grt_usage": 0.0774,
  "arrival_ns": 2.14,
  "ant_nets": 0,
  "worstHoldPathType": "input port to output pin",
  "finalCriticalPeriod_ns": 2.70,
  "critPathMaxFanout": 6,
  "core_area_um2": 3420,
  "setup_violations": 0,
  "grt_max_degree": 20,
  "ys_cells": 94,
  "place.gp.congestion": 0.756,
  "finalCritPeriodShare": 0.966,
  "initCoreUtil": 0.177,
  "syn_inst": 94,
  "power_density_nw_per_um2": 165,
  "worstMarginPinSlew_ns": 0.268,
  "drtPass1Iterations": 4,
  "p_leak_uw": 0.000487,
  "start_kind": "input port",
  "insertedDiodeCount": 0,
  "dpl-instance-area_um2": 1230,
  "fillCellCount": 348,
  "die_area_um2": 6400,
  "crit_end": "imm_out[10]",
  "peakVddDrop_mv": 0.0717,
  "seq_cell_count": 0,
  "yosys_warnings": 0,
  "ys_sh_mux": 0.0996,
  "postCtsHoldBufs": 0,
  "viasPerCell": 4.57,
  "layout-drive-gt1-share": 0.112,
  "crit_start": "ImmSel[1]",
  "stdcell_area_um2": 1270,
  "critPathBufInv": 5,
  "syn_area_um2": 603,
  "combPwrFrac": 1.000,
  "synthTopLogicFamily": "AND-OR/OR-AND gates",
  "finalWirelength_mm": 2.73
}
[cell usage in the layout (no fill, tap or decap), drive strengths merged]
cell type,count
dlymetal6s2s,2
buf,11
nand2b,1
a21boi,1
mux2i,6
nor3,1
xor2,1
a211o,1
and2,8
a31oi,8
nor2,1
and3b,1
dlygate4sd2,1
nand2,5
clkdlybuf4s50,57
o21ai,17
a21oi,19
inv,1
o22ai,8
nor2b,2
[Yosys cell counts]
cell | n | area [um2]
a211o_1 | 1 | 8.76
and3b_1 | 1 | 8.76
nor3_1 | 1 | 5.00
and2_1 | 6 | 37.5
buf_1 | 1 | 3.75
nor2_1 | 1 | 3.75
a21boi_0 | 1 | 7.51
xor2_4 | 1 | 27.5
o22ai_1 | 8 | 50.1
nand2b_1 | 1 | 6.26
nor2b_1 | 1 | 6.26
a21oi_1 | 19 | 95.1
mux2i_1 | 6 | 60.1
buf_8 | 1 | 15.0
nand2_1 | 5 | 18.8
buf_4 | 1 | 7.51
inv_1 | 1 | 3.75
o21ai_0 | 13 | 65.1
clkbuf_1 | 5 | 18.8
buf_6 | 5 | 56.3
buf_2 | 1 | 5.00
and2_4 | 1 | 8.76
nor2b_4 | 1 | 13.8
a31oi_1 | 8 | 50.1
o21ai_1 | 4 | 20.0
[final cells by class]
class,count,area (um2),share of cell area
Multi-Input combinational cell,80,504,0.396
Timing Repair Buffer,71,707,0.556
Tap cell,46,57.6,0.0452
Inverter,1,3.75,0.00295
[how the worst min path moves through the flow]
stage                 startpoint          end  slack, ns  cells after the start
final                   inst[17]   imm_out[4]       1.83                      4
after CTS              ImmSel[0]  imm_out[11]       1.97                      4
after global routing    inst[17]   imm_out[4]       1.90                      4
[power by group through the flow]
stage     clock network (uW)  registers, uW  logic (uW)
6_report                   0              0         210
4_1_cts                    0              0         209
5_1_grt                    0              0         232
[cell families (layout without fill, tap and decap cells)]
family | Yosys count | in the layout
compound gates | 54 | 54
mux | 6 | 6
buf+inv | 15 | 72
xor+xnor | 1 | 1
simple gates | 18 | 19
[through the flow]
stage          hold slack, ns  total power, uW   util  setup TNS (ns)
2_1_floorplan            1.17             77.3      -               0
3_3_place_gp             2.08              208  0.362         -0.0322
3_5_place_dp             2.07              208  0.362          -0.113
4_1_cts                  1.97              209  0.361               0
5_1_grt                  1.90              232  0.373               0
6_report                 1.83              210  0.373               0
[layer usage]
| metal | share of wire | track usage | vias up |
|---|---|---|---|
| li1 | - | - | 469 |
| met1 | 0.49 | 0.111 | 387 |
| met2 | 0.40 | 0.116 | 48 |
| met3 | 0.11 | 0.0261 | 0 |
| met4 | 0 | 0 | 0 |
| met5 | 0 | 0 | - |
[worst min-delay path: cells and delay by family]
kind / cells / cell delay (ns)
and+or+nand+nor: 1 / 0.07
buffers and inverters: 2 / 0.58
AOI/OAI and AO/OA: 1 / 0.06
[what timing repair did]
action	4_1_cts	5_1_grt
setup buffers	0	2
pin swaps	0	3
resized	1	7
gates cloned	0	1
endpoints found under the setup margin	12	22
No activity file was given, so power comes from the tool's default toggle rates.
